<file path="design/flow/run.sh">
#!/bin/bash
# OpenROAD 26Q1-2900-gdf79404cd8, Yosys 0.63+post, stock flow scripts
make -C /OpenROAD-flow-scripts/flow DESIGN_CONFIG=/design/flow/config.mk WORK_HOME=/design/flow/orfs finish
</file>
<file path="design/flow/config.mk">
export PLATFORM = sky130hd
export DESIGN_NAME = fft_compute
export DESIGN_NICKNAME = fft_compute
export VERILOG_FILES = /design/flow/design.v
export SDC_FILE = /design/flow/constraint.sdc
export NUM_CORES = 4
export LEC_CHECK = 1
export CORE_UTILIZATION = 40
</file>
<file path="design/flow/constraint.sdc">
current_design fft_compute

set clk_period 17.4
set clk_io_pct 0.2

create_clock -name clk0 -period $clk_period [get_ports {clk}]

set non_clock_inputs [all_inputs -no_clocks]
set_input_delay [expr $clk_period * $clk_io_pct] -clock clk0 $non_clock_inputs
set_output_delay [expr $clk_period * $clk_io_pct] -clock clk0 [all_outputs]
</file>
<file path="design/flow/design.v">
module fft_compute #(
  parameter DATA_WIDTH = 16
) (
  input  logic clk,
  input  logic [DATA_WIDTH-1:0] x_N,
  input  logic [DATA_WIDTH-1:0] x_M,
  input  logic [DATA_WIDTH-1:0] w_N,
  output logic [DATA_WIDTH-1:0] y_N,
  output logic [DATA_WIDTH-1:0] y_M
);
  logic [1*DATA_WIDTH-1:0] reg_x_N;
  logic [1*DATA_WIDTH-1:0] reg_x_M;
  logic [1*DATA_WIDTH-1:0] reg_w_N;
  logic [2*DATA_WIDTH-1:0] mul_y_N;
  logic [2*DATA_WIDTH-1:0] mul_y_M;
  always_ff @(posedge clk) begin
    reg_x_N <= x_N;
    reg_x_M <= x_M;
    reg_w_N <= w_N;
  end
  always_ff @(posedge clk) begin
    mul_y_N <= {{DATA_WIDTH{reg_x_N[DATA_WIDTH-1]}},reg_x_N} + reg_w_N*reg_x_M;
    mul_y_M <= {{DATA_WIDTH{reg_x_N[DATA_WIDTH-1]}},reg_x_N} - reg_w_N*reg_x_M;
  end
  assign y_N = mul_y_N[2*DATA_WIDTH-1:DATA_WIDTH] ^ mul_y_N[DATA_WIDTH-1:0];
  assign y_M = mul_y_M[2*DATA_WIDTH-1:DATA_WIDTH] ^ mul_y_M[DATA_WIDTH-1:0];
endmodule
</file>
==> flow.log <==
[flow] collecting metrics
[metrics] number of sinks driven by the clock tree: 111
[metrics] routed wire length: 32.1 mm
[metrics] count of unresolved DRC violations after routing: 0
[metrics] number of buffers created by CTS: 9
[metrics] final HPWL from detailed placement: roughly 26 mm
[metrics] CTS tree: done
[metrics] post-cts hold buffer count: 0
[metrics] number of iterations in the first detailed-routing pass: 5
[metrics] core area: 34,800 sq um
[metrics] final worst setup slack: 8.92 ns
[metrics] wire length of the first global-routing pass: 52.8 mm
[metrics] stage delay of the slowest cell on the critical path: 0.79 ns
[metrics] Slew HR: between 50% and 60%
[metrics] number of global-route vias before repair: between 10k and 15k
[metrics] largest net degree at the start of global routing: 42
[metrics] delay-heaviest family, CP: adder cells
[metrics] CP startpoint: reg_x_M[7]$_DFF_P_
[metrics] worst r2r dst: mul_y_M[30]$_DFF_P_
[metrics] most used flip-flop cell: dfxtp_1
[metrics] Routed wire per std cell: roughly 15 um
[metrics] maximum count of clock buffers along a single path: 2
[metrics] final count of negative-setup-slack endpoints: 0
[metrics] synth-to-layout area growth: 10.3%
[metrics] ant diodes: 0
[metrics] RSZ-0062 raised after global routing: no
[metrics] Max Cap Viol: 0
[metrics] count of buffers added by post-CTS timing repair for setup: 0
[metrics] Routability Congestion: 0.950
[metrics] Post-Layout Inst Area: between 15,000 and 20,000 sq um
[metrics] Yosys warnings: 1
[metrics] number of cells on the worst reg-to-reg path: 29
[metrics] Post-Place Setup Slack: 9.01 ns
[metrics] crit path time final: 8.48 ns
[metrics] fp_density: 41.0%
[metrics] Critical path buffers and inverters: 5
[metrics] Yosys Instances: 1,580
[metrics] Worst EP arrival: between 8 and 9 ns
[metrics] achievable frequency: 118 MHz
[metrics] Fin Clk Skew: between 0.015 and 0.02 ns
[metrics] CTS Root Buffer Type: clkbuf_16
[metrics] DR vias/cell: 4.94
[metrics] floorplan die width: around 190 um
[metrics] synthesized netlist cell count: 1,580
[metrics] clock latency at the later pin of the worst-skew pair: roughly 0.38 ns
[metrics] Critical Path End: mul_y_M[30]$_DFF_P_
[metrics] status: complete, no violations
[metrics] worst-path cell with the longest stage delay: dfxtp_1
[metrics] final hold vios: 0
[metrics] Top cell excl fill/tap: inv_1
[metrics] sequential cell area: 2220 sq um
[metrics] Clock Pin Slew Worst Setup and Hold Paths: 0.09 ns
[metrics] critical path required time: 17.73 ns
[metrics] Post-Place Cell Area: 15,400 sq um
[metrics] worst reg2reg setup slack: slightly below 9 ns
[metrics] Die Footprint: 36,400 sq um
[metrics] CTS H-tree depth: 3
[metrics] average instance area after synthesis: 9.03 sq um
[metrics] commonest cells after routing, fill and taps aside: inv_1 (286), fa_1 (196), ha_1 (175)
[metrics] violation count after the first detailed-routing iteration: 370
[metrics] row count: 68
[metrics] number of nets with antenna violations after routing: 0
[metrics] routed vias: 10.3k
[metrics] Reg2Reg Launch Point: reg_x_M[7]$_DFF_P_
[metrics] Worst Path Class, Setup: flop to flop
[metrics] total grt overflow: 0
[metrics] total negative slack: 0 ns
[metrics] type of destination of the critical path: flop
[metrics] I/O pin total: 81
[metrics] logic area: 10,800 sq um
[metrics] Hold Crit Class: flop to flop
[metrics] number of library cell types mapped by synthesis: 69
[metrics] total of buffers placed on input and output ports: around 80
[metrics] stages on the worst setup path: 29
[metrics] number of flops mapped to enable cells by yosys: 0
[metrics] aggregate global-route resource usage: 19.4%
[metrics] Log Warnings: roughly 65
[metrics] Mapped Area: 14,300 sq um
[metrics] share of flip-flops with an asynchronous set or reset after synthesis: 0%
[metrics] Worst setup SP type: flop
[metrics] sequential fraction of the synthesis area: 15.6%
[metrics] chip area in the Yosys report: ~14,000 sq um
[metrics] Tcrit/Tclk final: 48.7%
[metrics] Fill cells: 3,306
[metrics] antenna violations before repair: 0
[metrics] quantity of gates resized following cts: 0
[metrics] largest fanout on the critical path: 16
[metrics] flop and latch count out of synthesis: 111
[metrics] most frequent CP cell: fa_1
[metrics] Die H: ~190 um
[metrics] share of cells above drive strength 1: between 1.5 and 2%
[metrics] number of pins with negative max-slew slack in the final report: 0
[metrics] utilization after layout: 45.2%
[metrics] worst slew pin tran: 0.726 ns
[sequential cells by signal, indices dropped and copies added (netlist names)]
register	cells
reg_w_N	16
mul_y_M	31
reg_x_M	16
reg_x_N	16
mul_y_N	32
[worst min path at each step]
stage / startpoint / end / slack, ns / cells after the start
6_report: reg_x_N[0]$_DFF_P_ / mul_y_N[0]$_DFF_P_ / 0.59 / 3
4_1_cts: reg_x_N[0]$_DFF_P_ / mul_y_N[0]$_DFF_P_ / 0.59 / 3
5_1_grt: reg_x_N[0]$_DFF_P_ / mul_y_N[0]$_DFF_P_ / 0.63 / 3
[routing by layer]
layer  GRT usage, %  wire length (um)
met5              0                 0
met4           3.42               657
met3           3.76              1620
met2           30.7             15300
met1           29.0             14500
[kinds of logic (layout without fill, tap and decap cells)]
family | Yosys count | in the layout | synth area share [%]
fa+ha+maj | 371 | 371 | 42.9
simple gates | 417 | 417 | 14.4
xor+xnor | 119 | 119 | 7.31
flops | 111 | 111 | 15.6
buf+inv | 337 | 385 | 9.06
compound gates | 225 | 225 | 10.8
[synthesized netlist by cell type (all sizes together), types with 4 or more instances]
| cell | number | area share, % |
|---|---|---|
| inv | 286 | 7.5 |
| fa | 196 | 28 |
| ha | 175 | 15 |
| nand2 | 162 | 4.3 |
| and2 | 118 | 5.2 |
| dfxtp | 111 | 16 |
| a21oi | 71 | 2.5 |
| xnor2 | 65 | 4.0 |
| nor2 | 59 | 1.6 |
| xor2 | 54 | 3.3 |
| clkbuf | 42 | 1.1 |
| o21ai | 38 | 1.4 |
| a21o | 26 | 1.4 |
| o21a | 17 | 0.89 |
| o21bai | 15 | 0.79 |
| nand2b | 14 | 0.61 |
| nor3 | 12 | 0.42 |
| nand3 | 11 | 0.39 |
| a211oi | 10 | 0.53 |
| buf | 9 | 0.42 |
| nor2b | 9 | 0.41 |
| and3 | 8 | 0.35 |
| or4 | 6 | 0.34 |
| a221oi | 5 | 0.39 |
| o31ai | 5 | 0.36 |
| a2111oi | 4 | 0.42 |
| nor4 | 4 | 0.18 |
| o211ai | 4 | 0.21 |
[tightest hold or removal path, stage by stage (launching register included)]
cell     delay, ns
dfxtp_1       0.33
inv_1         0.06
ha_1          0.12
inv_1         0.03
[through the flow]
stage	hold WS, ns	cells
after floorplan	0.527	1580
after global placement	0.567	2067
after detailed placement	0.567	2067
after CTS	0.588	2083
after global routing	0.626	2083
final	0.588	2083
[cell type report]
class / count / share of cell area, %
multi-input combinational: 1132 / 68.3
inverter: 286 / 6.82
clock buffer: 10 / 1.46
timing repair buffer: 83 / 5.23
clock inverter: 6 / 0.406
tap: 455 / 3.62
sequential: 111 / 14.1
