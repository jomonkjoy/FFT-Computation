### flow/config.mk
export PLATFORM = sky130hd
export DESIGN_NAME = fft_complex_compute
export DESIGN_NICKNAME = fft_complex_compute
export VERILOG_FILES = /design/flow/design.v
export SDC_FILE = /design/flow/constraint.sdc
export NUM_CORES = 4
export LEC_CHECK = 1
export CORE_UTILIZATION = 30
### flow/constraint.sdc
current_design fft_complex_compute

set clk_period 8.4
set clk_io_pct 0.2

create_clock -name clk0 -period $clk_period [get_ports {clk}]

set non_clock_inputs [all_inputs -no_clocks]
set_input_delay [expr $clk_period * $clk_io_pct] -clock clk0 $non_clock_inputs
set_output_delay [expr $clk_period * $clk_io_pct] -clock clk0 [all_outputs]
### flow/design.v
module fft_complex_compute #(
  parameter DATA_WIDTH = 32
) (
  input  logic clk,
  input  logic [DATA_WIDTH-1:0] x_N,
  input  logic [DATA_WIDTH-1:0] x_M,
  input  logic [DATA_WIDTH-1:0] w_N,
  output logic [DATA_WIDTH-1:0] y_N,
  output logic [DATA_WIDTH-1:0] y_M
);
  typedef struct packed {
    logic signed [DATA_WIDTH/2-1:0] r;
    logic signed [DATA_WIDTH/2-1:0] i;
  } complex_type1;
  typedef struct packed {
    logic signed [DATA_WIDTH-1:0] r;
    logic signed [DATA_WIDTH-1:0] i;
  } complex_type2;
  complex_type1 reg_x_N;
  complex_type1 reg_x_M;
  complex_type1 reg_w_N;
  complex_type1 add_y_N;
  complex_type1 add_y_M;
  complex_type2 mul_y_N;
  complex_type2 mul_y_M;
  always_ff @(posedge clk) begin
    reg_x_N <= x_N;
    reg_x_M <= x_M;
    reg_w_N <= w_N;
  end
  always_ff @(posedge clk) begin
    mul_y_N.r <= reg_w_N.r*reg_x_M.r;
    mul_y_M.r <= reg_w_N.i*reg_x_M.i;
    mul_y_N.i <= reg_w_N.r*reg_x_M.i;
    mul_y_M.i <= reg_w_N.i*reg_x_M.r;
  end
  always_ff @(posedge clk) begin
    add_y_N.r <= reg_x_N.r + mul_y_N.r[DATA_WIDTH-3:DATA_WIDTH/2-2] - mul_y_M.r[DATA_WIDTH-3:DATA_WIDTH/2-2];
    add_y_M.r <= reg_x_N.r - mul_y_N.r[DATA_WIDTH-3:DATA_WIDTH/2-2] + mul_y_M.r[DATA_WIDTH-3:DATA_WIDTH/2-2];
    add_y_N.i <= reg_x_N.i + mul_y_N.i[DATA_WIDTH-3:DATA_WIDTH/2-2] + mul_y_M.i[DATA_WIDTH-3:DATA_WIDTH/2-2];
    add_y_M.i <= reg_x_N.i - mul_y_N.i[DATA_WIDTH-3:DATA_WIDTH/2-2] - mul_y_M.i[DATA_WIDTH-3:DATA_WIDTH/2-2];
  end
  assign y_N = {add_y_N.r,add_y_N.i};
  assign y_M = {add_y_M.r,add_y_M.i};
endmodule
### flow/run.sh
#!/bin/bash
# OpenROAD 26Q1-2900-gdf79404cd8, Yosys 0.63+post, stock flow scripts
make -C /OpenROAD-flow-scripts/flow DESIGN_CONFIG=/design/flow/config.mk WORK_HOME=/design/flow/orfs finish
==> impl_metrics.toml <==
# physical design summary
[setup_path]
path_class = "reg2reg"
critPathBufInv = 5
critical_path_required_time_ps = 8900
crit_path_top_delay_cell = "dfxtp_1"
worst_setup_path_end_kind = "flip-flop"
timing.rr.start = "reg_x_M[24]"
critPathMaxFanout = 17
cp_cell_sequence = "nand2_1, fa_1, inv_1, fa_1, inv_1, fa_1, inv_1, fa_1, fa_1, inv_1, fa_1, inv_1, ha_1, and3_1, a21oi_1, o21ai_1, a31o_2, o311ai_1, a311oi_1, o21a_1, nor2_1, xnor2_1"
critical-path-top-cell-by-count = "fa_1"
cp-startpoint = "reg_x_M[24]"
max_stage_delay_ps = 950
timing.critical_path.max_delay_family = "adder cells"
cp_startpoint_kind = "flip-flop"
cp_data_arrival_time_ps = 7340

[layout]
final_layout_top_logic_cell = "inv_1"
area_growth_pct = 11.6
final_layout_size_suffix_gt1_share_pct = 3.07
finish.utilization_pct = 33.7
final_cell_mix = "1254 x inv_1, 1049 x fa_1, 513 x nand2_1"

[sta]
rsz0062_at_grt = "false"
hold_violations = 0
worst-slew-pin-transition_ps = 964
finalCritPeriodShare_pct = 81.4
setup_viol_count_final = 0
final_max_slew_viol_count = 0
finalCriticalPeriod_ps = 6840
max_freq_mhz = 146
setup-tns-final_ps = 0
slew-limit-headroom_pct = 35.6
fin_skew_ps = 51.6

[synthesis]
yosys_warnings = 1
ys_cells = 4711
netlist_instances = 4711
synthesis.area_per_instance_um2 = 9.46
postSynthSeqShare_pct = 10.0
synth-area-yosys_um2 = 44600
async_flop_share_pct = 0
yosys.area.top_type_share_pct = 47.1
syn_area_um2 = 44600
top_cells_by_area = "fa_1 47%, inv_1 11%, ha_1 10%, dfxtp_1 10%, and2_1 6.9%"
post-synth-top-area-cell = "fa_1"
numSynthFlops = 223
synth-edff-count = 0
unique_cell_types = 67
synth_top_flop_cell = "dfxtp_1"

[drt]
route.detailed.wl_per_inst_um = 15.8
drt-initial-drc-count = 869
drt.antenna.violating_nets = 0
vias_per_cell = 4.30
drt_pass1_iterations = 5
drc = 0
final_wl_um = 107000
num_vias = 29000

[placed_design]
post-dp-hpwl_um = 88200
place.port_buffers = 160
place_congestion = 0.900

[floorplanning]
design.portCount = 161
fp.dieW_um = 387
die-height_um = 387
std_cell_rows = 141
core_um2 = 148000
fp_util_pct = 30.2
chipArea_um2 = 150000

[grt]
grt_pass1_vias = 32500
grt_antenna_before_repair = 4
global_route_total_usage_across_every_layer_pct = 15.9
grt_max_degree = 34
globalRouteOverflowTotal = 0
global_route_wire_length_before_repair_um = 177000

[clock_network]
tritoncts_num_sinks = 223
clock_tree.buffer_depth = 3
cts_hold_buffers = 0
tritoncts = "built"
cts-buffers-inserted = 35
cts_setup_buffers = 0
cts-resized-gates = 0
cell_at_the_root_of_the_clock_tree = "clkbuf_16"
cts_max_level = 2
clk_latency_ps = 620
clk_pin_slew_ps = 60

[run]
tool_warnings = 55
drv.max_cap_violation_count = 0

[min_path]
min-delay-path-class = "reg2reg"
min-delay-start = "reg_x_N[16]"

[run_status]
status = "finished clean"
## path summary, 6_finish.rpt
check                              endpoint  slack [ps]  depth (start not counted)
worst max-delay path            mul_y_M[29]        1560                         22
worst min-delay path            add_y_M[16]         460                          1
worst max register to register  mul_y_M[29]        1560                         22
worst min register to register  add_y_M[16]         460                          1
## cell type report
type                       count  area, um^2
fill                       14700       97900
multi-input combinational   3041       34700
inverter                    1254        4710
sequential                   223        4460
clock buffer                  43         957
timing repair buffer         237        2180
clock inverter                20         315
tap                         1930        2410
antenna                        4        10.0
## flip-flops by register name (all words and copies together), names as in the netlist
| register | flops |
|---|---|
| reg_w_N | 32 |
| add_y_N | 31 |
| add_y_M | 32 |
| reg_x_M | 32 |
| mul_y_M | 32 |
| reg_x_N | 32 |
| mul_y_N | 32 |
## cell families after synthesis
kind of cell | synth area share, %
buffers and inverters | 12.2
flip-flops | 10.0
AND-OR/OR-AND | 3.19
adder cells (fa/ha/maj) | 57.4
multiplexers | 0.0477
XOR/XNOR | 3.16
AND/OR/NAND/NOR | 14.0
## per-stage QoR
stage               worst slack, ps  cell area, um^2  instances  hold slack, ps
floorplan                      2270            44600       4711             432
finish                         1560            49700       6752             464
detailed placement             1570            48400       6685             444
global placement               1510            48400       6685             451
CTS                            1520            49700       6748             468
global route                   1110            49700       6750             491
## synthesized netlist by cell type (all sizes together) (3+ instances only)
| library cell | n |
|---|---|
| xnor2 | 123 |
| a21oi | 48 |
| xor2 | 38 |
| clkbuf | 191 |
| a211o | 3 |
| o211ai | 9 |
| nand2b | 34 |
| o21a | 16 |
| or3 | 9 |
| nand4 | 9 |
| and3 | 12 |
| inv | 1254 |
| nand3 | 16 |
| a31o | 3 |
| dfxtp | 223 |
| o21ai | 47 |
| o311ai | 4 |
| a41o | 3 |
| nor2b | 9 |
| fa | 1049 |
| nand3b | 3 |
| ha | 366 |
| and2 | 495 |
| or2 | 4 |
| a21o | 18 |
| a211oi | 12 |
| a311oi | 6 |
| o2111ai | 3 |
| a31oi | 5 |
| o21bai | 3 |
| a21boi | 10 |
| o31ai | 3 |
| nand2 | 513 |
| nor3 | 30 |
| nor2 | 111 |
## per-layer routing
layer  part of all wire, %  wire length (um)  vias to the layer above  global-route usage [%]
met5                 0.025                27                        -                  0.0957
met4                   2.6              2750                        4                    3.25
li1                      -                 -                    13700                       -
met1                    38             40400                    14300                    19.4
met2                    46             48700                      958                    24.4
met3                    14             14900                      125                    9.58
