<file path="design.v">
module ofdm_demodulation (
  input  logic               clk,
  input  logic               reset,
  input  logic        [1:0]  qam_type,
  output logic        [5:0]  qam_symbol,
  output logic               qam_symbol_valid,
  input  logic signed [15:0] qam_inphase_i,
  input  logic signed [15:0] qam_quadrat_i,
  input  logic               qam_mod_valid
);
  localparam int QAM_MAX = 1024;
  logic unsigned [14:0] qam_inphase;
  logic unsigned [14:0] qam_quadrat;
  assign qam_inphase = unsigned'(qam_inphase_i);
  assign qam_quadrat = unsigned'(qam_quadrat_i);
  always_ff @(posedge clk) begin
    unique case(qam_type[1:0])
      2'b00 : begin  
        qam_symbol[0] <= ~qam_inphase_i[15];
        qam_symbol[1] <= 1'b0;
        qam_symbol[2] <= 1'b0;
        qam_symbol[3] <= 1'b0;
        qam_symbol[4] <= 1'b0;
        qam_symbol[5] <= 1'b0;
      end
      2'b01 : begin  
        qam_symbol[0] <= ~qam_inphase_i[15];
        qam_symbol[1] <= ~qam_quadrat_i[15];
        qam_symbol[2] <= 1'b0;
        qam_symbol[3] <= 1'b0;
        qam_symbol[4] <= 1'b0;
        qam_symbol[5] <= 1'b0;
      end
      2'b10 : begin  
        qam_symbol[0] <= ~qam_inphase_i[15];
        qam_symbol[1] <=  qam_inphase < (QAM_MAX*2/3);
        qam_symbol[2] <= ~qam_quadrat_i[15];
        qam_symbol[3] <=  qam_quadrat < (QAM_MAX*2/3);
        qam_symbol[4] <= 1'b0;
        qam_symbol[5] <= 1'b0;
      end
      2'b11 : begin  
        qam_symbol[0] <= ~qam_inphase_i[15];
        qam_symbol[1] <=  qam_inphase < (QAM_MAX*4/7);
        qam_symbol[2] <=  qam_inphase > (QAM_MAX*2/7) && qam_inphase < (QAM_MAX*6/7);
        qam_symbol[3] <= ~qam_quadrat_i[15];
        qam_symbol[4] <=  qam_quadrat < (QAM_MAX*4/7);
        qam_symbol[5] <=  qam_quadrat > (QAM_MAX*2/7) && qam_quadrat < (QAM_MAX*6/7);
      end
    endcase
  end
endmodule
</file>
<file path="config.mk">
export PLATFORM = sky130hd
export DESIGN_NAME = ofdm_demodulation
export DESIGN_NICKNAME = ofdm_demodulation
export VERILOG_FILES = /design/flow/design.v
export SDC_FILE = /design/flow/constraint.sdc
export NUM_CORES = 4
export LEC_CHECK = 1
export CORE_AREA = 10 10 70 70
export DIE_AREA = 0 0 80 80
</file>
<file path="constraint.sdc">
current_design ofdm_demodulation

set clk_period 1.8
set clk_io_pct 0.2

create_clock -name clk0 -period $clk_period [get_ports {clk}]

set non_clock_inputs [all_inputs -no_clocks]
set_input_delay [expr $clk_period * $clk_io_pct] -clock clk0 $non_clock_inputs
set_output_delay [expr $clk_period * $clk_io_pct] -clock clk0 [all_outputs]
</file>
<file path="run.sh">
#!/bin/bash
# OpenROAD 26Q1-2900-gdf79404cd8, Yosys 0.63+post, stock flow scripts
make -C /OpenROAD-flow-scripts/flow DESIGN_CONFIG=/design/flow/config.mk WORK_HOME=/design/flow/orfs finish
</file>
==> deck_impl_summary.md <==
Implementation Results

Run status
  • Outcome: completed

Synthesis
  • Post-Syn Area per Cell: roughly 7.3 um2
  • Sequential element share of the synthesized area: around 26%
  • Yosys warning tally: 2
  • Number of flops mapped to enable cells by yosys: 0
  • Post-synth top area cell: dfxtp_1
  • Post-Syn Area: approximately 460 um2
  • Registers, synthesis: 6
  • Synthesized instance count: between 60 and 70
  • Number of distinct library cells after synthesis: 29
  • Dominant cell area share: approximately a quarter
  • Cell area leaders: dfxtp_1, o31ai_1, nor2_1
  • Ys cells: approximately 63
  • Area figure in the yosys stat output: between 400 and 500 um2
  • Ys async rst share: 0%
  • Primary FF master, synth: dfxtp_1

Floorplan
  • FP Util: 13.6%
  • Die H: around 80 um
  • Io pins: between 40 and 50
  • Chip area: about 0.0064 mm2
  • FP Rows: 21
  • Core Box Area: about 0.0034 mm2
  • Die extent in x: about 80 um

Placement
  • Port Buffers: around 40
  • GP Congestion: about 0.85
  • HPWL Detailed: 1650 um
  • Area of placed instances: a little under 0.001 mm2
  • Place WS: -113 ps

Setup path
  • CP endpoint kind: flop
  • Crit path max fanout: 2
  • WP data arrival: 1820 ps
  • Slowest cell on crit path: or4_4
  • CP required: between 1500 and 2000 ps
  • CP Launch Type: primary input
  • Critical path, cell by cell: clkdlybuf4s50_1 -> or4_4 -> nor2_2 -> nand3_1 -> o32ai_1
  • Setup Crit Path Kind: in2reg
  • CP max stage delay: around 530 ps

GRT
  • Maximum number of pins on one net before global-route repair: 7
  • Total gr overflow: 0
  • Vias in the first global route: about 710
  • Initial antenna violation count: 0
  • Gr usage total: around 5.3%
  • First-pass GRT wire length: 2860 um

Final layout
  • P&R area growth vs syn: 115%
  • Max FFs per register: 6
  • Share of cells above drive strength 1: between 10% and 20%
  • Largest registers: qam_symbol (6)
  • Largest Register: qam_symbol
  • Fin area: about 1000 um2

Pwr
  • Net Sw Frac: between 20% and 30%
  • Peak VDD IR: roughly 130 uV
  • Total power: about 410 uW
  • Part of the power in registers: between 30% and 40%
  • Cell Pwr Density: a little over 400 mW/mm2
  • Clk pwr share: 28.9%
  • Combinational power share: between 30 and 40%
  • Internal power: 314 uW
  • Net Sw Power: 93.9 uW
  • Leak: 0.000351 uW

STA
  • Final period util: between 90% and 100%
  • Minimum clock period: 1680 ps
  • Hold Vio Cnt, Final: 0
  • Final worst setup slack: 121 ps
  • Fmax: 596 MHz
  • Unrepaired setup endpoints after global routing: false
  • Final Slew Violations: 0
  • Setup Viol. Count Final: 0

Detailed routing
  • DRC: 0
  • Routed wire per std cell: 11.0 um
  • Vias/cell: ~4.2
  • Antenna cells: 0
  • Total number of vias: approximately 660
  • Initial DRC Count: 15
  • Drt total wl: about 1700 um
  • ANT nets after route: 0
  • Drt pass-1 iters: 4

Run
  • OpenROAD warnings: 27
  • Max-Cap Viols: 0

CTS
  • Worst-case clock buffer depth: 2
  • H-tree depth: 1
  • Hold buffers post-CTS: 0
  • Sink Count: 6
  • Resized cells post-CTS: 0
  • Clock-pin transition on the worst setup and hold timing paths: ~50 ps
  • Setup bufs post-CTS: 0
  • CTS tree: done
  • Root buf cell: clkbuf_4
  • Total CTS buffers: 3

Hold path
  • Hold WC Path Type: in2reg
## through the flow
step | cells | hold WS [ps] | utilization [%] | setup TNS (ps)
finish | 159 | 587 | 29.2 | 0
global route | 159 | 592 | 29.2 | 0
CTS | 159 | 581 | 29.2 | 0
detailed placement | 156 | 838 | 28.5 | -212
global placement | 156 | 831 | 28.5 | -203
floorplan | 63 | 417 | - | 0
## worst max-delay path: cells and delay by family
family | cells | cell delay, ps
AND-OR/OR-AND | 1 | 280
buffers and inverters | 1 | 430
AND/OR/NAND/NOR | 3 | 750
## cells in the mapped netlist, types with 2 or more instances
cell	n
a31oi_1	2
nor3_1	3
nand3_1	2
inv_1	2
nand2_1	4
a211oi_1	2
dfxtp_1	6
a21oi_1	5
o21ai_0	2
nand2b_1	2
nor2_1	8
o211ai_1	4
o31ai_1	5
## routing by layer
metal | track usage [%] | routed length (um) | vias to the layer above
met5 | 0 | 0 | -
met4 | 1.06 | 24 | 0
met3 | 1.14 | 114 | 2
met2 | 9.95 | 920 | 23
met1 | 5.79 | 687 | 289
li1 | - | - | 350
## logic make-up (layout without fill, tap and decap cells)
family	count (synthesis)	in the layout	share of synthesized area, %
other	1	1	0.810
buffers and inverters	3	53	3.24
flip-flops	6	6	25.9
AND-OR/OR-AND	27	27	40.3
AND/OR/NAND/NOR	26	26	29.7
## power by group through the flow
stage / Combinational, uW / Clock (uW) / Sequential (uW)
6_report: 151 / 118 / 139
5_1_grt: 167 / 137 / 139
4_1_cts: 153 / 125 / 139
## layout make-up
| class | instances | area [um2] |
|---|---|---|
| repair buffers | 48 | 460 |
| well taps | 46 | 57.6 |
| inverters | 2 | 7.51 |
| flip-flops and latches | 6 | 120 |
| clock buffers | 3 | 22.5 |
| fillers | 363 | 2420 |
| multi-input cells | 54 | 328 |
## placed cells by master (no fill, tap or decap), types with 3 or more instances in the layout
master           instances
a21oi_1                  5
clkbuf_4                 3
clkdlybuf4s50_1         40
o211ai_1                 4
buf_4                    8
nor2_1                   8
o31ai_1                  5
dfxtp_1                  6
nand2_1                  4
nor3_1                   3
## path summary, 6_finish.rpt
kind / cells after the start / to / from
setup / recovery: 5 / qam_symbol[2] / qam_inphase_i[10]
hold / removal: 2 / qam_symbol[0] / qam_inphase_i[15]
Power figures rest on the tool's default switching activity, not on a simulated workload.
